`design/flow/config.mk`:
```
export PLATFORM = sky130hd
export DESIGN_NAME = apb_slave
export DESIGN_NICKNAME = apb_slave
export VERILOG_FILES = /design/flow/design.v
export SDC_FILE = /design/flow/constraint.sdc
export NUM_CORES = 4
export LEC_CHECK = 1
export CORE_AREA = 10 10 70 70
export DIE_AREA = 0 0 80 80
```
`design/flow/constraint.sdc`:
```
current_design apb_slave

set clk_period 1.0
set clk_io_pct 0.2

create_clock -name clk0 -period $clk_period [get_ports {PCLK}]

set non_clock_inputs [all_inputs -no_clocks]
set_input_delay [expr $clk_period * $clk_io_pct] -clock clk0 $non_clock_inputs
set_output_delay [expr $clk_period * $clk_io_pct] -clock clk0 [all_outputs]
```
`design/flow/design.v`:
```
module apb_slave # (
  parameter ADDR_WIDTH = 32,   
  parameter DATA_WIDTH = 8   
)  (
  input                            PCLK,  
  input                         PPRESETn,  
  output logic                   PREADY_o,  
  input                          PWRITE_i,  
  input                            PSEL_i,  
  input                         PENABLE_i,  
  input        [ADDR_WIDTH -1 :0]  PADDR_i,  
  input        [DATA_WIDTH -1 :0] PWDATA_i,  
  output logic [DATA_WIDTH -1 :0] PRDATA_o,  
  output                      PSLVERR_o
);
  localparam mem_depth = 16;
  logic [DATA_WIDTH-1 :0] mem [0:mem_depth-1];
  bit add_err, addv_err,data_err;
  typedef enum logic [1:0] {
            IDLE   = 2'b01,
            WRTE   = 2'b10,
            READ   = 2'b11
          } apb_state_t;
  apb_state_t current_state, next_state;
  always_ff @ (posedge PCLK or negedge PPRESETn) begin : state_transition
    if (!PPRESETn) 
        current_state <= IDLE;  
    else
        current_state <= next_state;
  end
  always_comb begin : apb_slave_comb_logic
    PREADY_o = 1'b0;
    PRDATA_o = 'b0;
    next_state = current_state;  
    case (current_state)
      IDLE: begin 
        if (PSEL_i) begin
          next_state = (PWRITE_i) ? WRTE : READ;
        end else begin
          next_state = IDLE;
        end
      end
      WRTE: begin
        if (PSEL_i && PENABLE_i) begin 
          next_state = IDLE;
          PREADY_o = 1'b1;
        end
      end
      READ: begin
        if (PSEL_i && PENABLE_i) begin
          next_state = IDLE;
          PREADY_o = 1'b1;
          if (!add_err && !addv_err && !data_err) 
            PRDATA_o = mem[PADDR_i];  
        end
      end
      default: begin
        next_state = IDLE;
      end
    endcase
  end : apb_slave_comb_logic
  logic av_t = (PADDR_i >= 0)? 1'b0 : 1'b1;
  logic dv_t = (PWDATA_i >= 0)? 1'b0 : 1'b1;
  assign add_err  = ((next_state[1]) && (PADDR_i >= mem_depth))? 1'b1 : 1'b0;
  assign addv_err = ( next_state[1])? av_t : 1'b0;
  assign data_err = ( next_state[1])? dv_t : 1'b0;
  assign PSLVERR = (PSEL_i && PENABLE_i)? (add_err || addv_err || data_err) : 1'b0;
endmodule
```
`design/flow/run.sh`:
```
#!/bin/bash
# OpenROAD 26Q1-2900-gdf79404cd8, Yosys 0.63+post, stock flow scripts
make -C /OpenROAD-flow-scripts/flow DESIGN_CONFIG=/design/flow/config.mk WORK_HOME=/design/flow/orfs finish
```
==> results.txt <==
run metrics: status=finished with violations, failing checks=negative setup slack, Top reg by flops=current_state, slowest CP cell=dfrtp_1, final setup vio count=1, VDD IR-drop max=0.247 mV, CP Class=reg -> out, post-layout util=0.0901, Pins Over Slew Limit=0, Post-route DRC=0, AND-OR/OR-AND Cells, Area Fraction=0.129, GPL Wtd Cong=approximately 0.65, top flop regs=current_state: 3 flops, Cell Rows=21, Worst-path clk slew=roughly 0.030 ns, synthesized cell area=194 sq um, DP Cell Count=~73, mux frac, synth=0, first drt pass iteration count=2, Data arrival, critical path=0.90 ns, post-synthesis simple-gate area fraction=0.0903, GR peak layer=met2, yosys warns=3, Initial DRC Count=4, port buffer count=5, Commonest Layout Cell=conb_1, vias=~150, drt via density=approximately 1.9, Synth Seq Share=0.394, Distinct lib cells used=11, adder share=0, TNS Setup=-0.0957 ns, leakage power=approximately 0.13 nW, fp util=0.0568, CTS root buf=clkbuf_4, worst-skew pair later-pin latency=~0.23 ns, cts bufs inserted=3, Hold WS=0.150 ns, cell area after layout=around 310 sq um, Worst path max stage delay=0.39 ns, DRT antenna net count=0, max reg flops=3, count of tool warnings=approximately 67, diodes inserted=0, crit path cell chain=nor2_2 -> nor2_1 -> buf_2, initial antenna violation count=0, Post-DP HPWL=between 400 and 500 microns, die height=roughly 80 microns, number of cells in Yosys stat=21, Avg WL per Cell=approximately 6.2 microns, final hold viol count=0, Yosys Chip Area=194 sq um, Die X=approximately 80 microns, synthesized netlist cell count=21, flops out of synthesis=3, power per cell area=1490 nW/um^2, Final Skew=around 0.0031 ns, CTS Hold Buffers Added=0, final total power=about 0.46 mW, Top Layout Cells=conb_1 (9), clkbuf_4 (3), buf_4 (3), Post-Layout Cell Count=78, Die ar.=6400 sq um, DRT Wirelength=481 microns, Final period util=1.10, max_cap viols=0, XOR Share, Synth=0, Core ar.=around 3400 sq um, met2 usage=0.0305, Clock Sinks=3, share of post-route cells with drive strength above 1=0.313, placed cell areas=279 sq um, RSZ-0062 raised after global routing=yes, fmax=913 MHz, M3 GR Usage=0.00227, Post-Syn Area per Cell=approximately 9 sq um, post-route setup slack=-0.0957 ns, vias in the first global route=between 150 and 200, total gr overflow=0, clock buffer depth=2, CTS tree=built, maximum fanout along the worst path=2, worst min-delay path class=in -> async, htree depth=1, Ports=55, Synth-to-Final Area Change=58.7%, M1 GR Usage=0.00599, largest net degree at the start of global routing=4, dpl ws=-0.519 ns, comb area leader=buffers and inverters, CP Data Required Time=approximately 0.80 ns, global-route wire length before repair=just under 700 microns, minimum clock period=1.10 ns, Setup crit end kind=output pin, Startpoint Class=flip-flop, gr usage total=0.0130
## final cells by class
cell class | instances | area, sq um
well taps | 46 | 57.6
flip-flops and latches | 3 | 76.3
multi-input cells | 16 | 78.8
fillers | 405 | 3110
clock buffers | 4 | 26.3
inverters | 1 | 3.75
repair buffers | 8 | 65.1
## power by group
part / switching [mW] / leakage (nW) / total [mW] / internal, mW
Clock: 0.0625 / 0.0150 / 0.212 / 0.149
Combinational: 0.0294 / 0.0792 / 0.0821 / 0.0527
Sequential: 0.0162 / 0.0376 / 0.164 / 0.148
## final timing paths
| check | startpoint | end | slack [ns] | cells past startpoint |
|---|---|---|---|---|
| max | current_state[1]$_DFF_PN0_ | PREADY_o | -0.1 | 3 |
| min reg2reg | current_state[0]$_DFF_PN1_ | current_state[0]$_DFF_PN1_ | 0.50 | 2 |
| max in group asynchronous | PPRESETn | current_state[0]$_DFF_PN1_ | 0.64 | 1 |
| max reg2reg | current_state[0]$_DFF_PN1_ | current_state[0]$_DFF_PN1_ | 0.19 | 2 |
| min in group clk0 | PSEL_i | current_state[0]$_DFF_PN1_ | 0.39 | 3 |
| min | PPRESETn | current_state[1]$_DFF_PN0_ | 0.15 | 1 |
## logic make-up after synthesis
family | Yosys count
AOI/OAI and AO/OA | 3
buffers and inverters | 10
and+or+nand+nor | 4
other | 1
DFF | 3
## routing by layer
| metal | wire length, microns | up-vias |
|---|---|---|
| met1 | 101 | 69 |
| met5 | 0 | - |
| met4 | 15 | 0 |
| met2 | 358 | 2 |
| li1 | - | 72 |
| met3 | 5 | 2 |
## Yosys cell counts
| cell | number | share of area |
|---|---|---|
| o2bb2ai_1 | 1 | 0.045 |
| nand2_1 | 1 | 0.019 |
| nand2_2 | 1 | 0.032 |
| a32o_1 | 1 | 0.052 |
| inv_1 | 1 | 0.019 |
| conb_1 | 1 | 0.019 |
| dfrtp_1 | 2 | 0.26 |
| o22ai_1 | 1 | 0.032 |
| nor2_1 | 2 | 0.039 |
| dfstp_2 | 1 | 0.14 |
| buf_4 | 9 | 0.35 |
## critical path, delay by kind of cell (launching register included)
kind,cells,cell delay [ns]
DFF,1,0.39
and+or+nand+nor,2,0.18
buffers and inverters,1,0.11
## what timing repair did
item | 4_1_cts | 5_1_grt
endpoints found under the setup margin | 1 | 1
buffers inserted | 1 | 0
gates resized | 6 | 0
pin swaps | 2 | 0
Power and IR drop assume default switching activity.
